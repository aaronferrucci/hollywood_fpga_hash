`flow/design.v`:
```
`default_nettype none
`timescale 1ns / 1ns
module hollywood_unhash_core #(
    parameter R4 = 16'hFEB1,
    parameter R6 = 16'h9298
  )
  (
    input wire in_valid,
    input wire in_channel,
    input wire [15:0] in_data,
    output reg out_valid,
    output reg out_data,  
    input wire clk,
    input wire reset
  );
  reg [15:0] r4, r6;
  wire [15:0] swapped = {in_data[7:0], in_data[15:8]};
  wire [15:0] next_r4, preswap_next_r6, next_r6;
  assign next_r4 = r6 ^ swapped;
  assign preswap_next_r6 = r4 + swapped;
  assign next_r6 = {preswap_next_r6[7:0], preswap_next_r6[15:8]};
  always @(posedge clk or posedge reset) begin
    if (reset) begin
      r4 <= '0;
      r6 <= '0;
    end
    else begin
      if (in_valid) begin
        if (in_channel) begin
          r4 <= '0;
          r6 <= '0;
        end
        else begin
          r4 <= next_r4;
          r6 <= next_r6;
        end
      end
    end
  end
  always @(posedge clk or posedge reset) begin
    if (reset) begin
      out_valid <= '0;
    end
    else begin
      out_valid <= (r6 == R6) && (r4 == R4);
    end
  end
  always @(posedge clk or posedge reset) begin
    if (reset) begin
      out_data <= '0;
    end
    else begin
        out_data <= '0;
    end
  end
endmodule
`default_nettype wire
```
`flow/run.sh`:
```
#!/bin/bash
# OpenROAD 26Q1-2900-gdf79404cd8, Yosys 0.63+post, stock flow scripts
make -C /OpenROAD-flow-scripts/flow DESIGN_CONFIG=/design/flow/config.mk WORK_HOME=/design/flow/orfs finish
```
`flow/config.mk`:
```
export PLATFORM = sky130hd
export DESIGN_NAME = hollywood_unhash_core
export DESIGN_NICKNAME = hollywood_unhash_core
export VERILOG_FILES = /design/flow/design.v
export SDC_FILE = /design/flow/constraint.sdc
export NUM_CORES = 4
export LEC_CHECK = 1
export CORE_UTILIZATION = 30
```
`flow/constraint.sdc`:
```
current_design hollywood_unhash_core

set clk_period 5.9
set clk_io_pct 0.2

create_clock -name clk0 -period $clk_period [get_ports {clk}]

set non_clock_inputs [all_inputs -no_clocks]
set_input_delay [expr $clk_period * $clk_io_pct] -clock clk0 $non_clock_inputs
set_output_delay [expr $clk_period * $clk_io_pct] -clock clk0 [all_outputs]
```
==> impl_metrics.toml <==
# physical design summary
[power]
ir_worst_vdd_mv = 0.0832
power.leakage_nw = 1.16
power.total_w = 0.000744
powerDensity_nw_per_um2 = 282

[floorplanning]
row_count = 31
dieWidth_um = 89.2
fp_util_pct = 31.2
ios = 22
core_sq_um = 7290
die_y_um = 89.2
chipArea_sq_um = 7950

[logic_synthesis]
synth-main-ff-cell = "dfrtp_1"
area_leaders = "dfrtp_1, ha_1, a22o_1"
edf_count = 0
synth.ff_latch_count = 33
ys_seq_share_pct = 36.2
yosys_warnings = 1
netlist.area_leader.share_pct = 36.2
ys_types = 54
yosys_area_sq_um = 2280
yosysCellCount = 235
avgSynthCellArea_sq_um = 9.70
top_area_cell = "dfrtp_1"
synthCells = 235
syn_area_sq_um = 2280
async_flop_share_pct = 100

[timing]
final-max-slew-violation-count = 0
fin_tns_setup_ns = 0
final-setup-viol-count = 0
period_minus_slack_ns = 3.15
maxSlewHeadroom_pct = 64.8
rsz0062_at_grt = "false"
report.final.hold_viol_count = 0
fin_crit_sh_pct = 53.4
hold_slack_ns = 0.536
max_freq_mhz = 318
worst_slew_pin_slew_ns = 0.527
finalClockSkew_ns = 0.00490
fin_ws_ns = 2.75

[placed_design]
routabilityCongestion = 0.902
dp_hpwl_mm = 4.30
dp_slack_ns = 2.44
portBuffers = 20
dp.cells = 343

[clock_tree]
cts.sinks = 33
cts_tree = "built"
numCtsBuffers = 5
cts_hold_buf = 0
post_cts_buffers = 0
clockBufferDepth = 2
clk_latency_ns = 0.28
htree_levels = 2
cts.clk_slew.worst_paths_ns = 0.07
clock-root-buffer = "clkbuf_8"
cts.repair.resized = 0

[final_layout]
syn_to_final_growth_pct = 15.9
fin_cells = 351
final_cell_mix = "dfrtp_1, clkdlybuf4s50_1, a22o_1"
layout-drive-gt1-share_pct = 8.33
fillers = 761
mostFrequentLayoutCell = "dfrtp_1"

[flow_run]
log.warning_count = 25
cap_violations = 0

[routing]
drt_iter0_markers = 169
drt-total-wl_mm = 5.75
avgViaCountPerCell = 5.36
drc = 0
wire_per_inst_um = 16.4
n_antenna_cell = 0
dr.pass1.iters = 4
vias = 1882
drtAntennaViolNets = 0

[grt]
grt_overflow_total = 0
grt_pass1_vias = 1813
track_usage_pct = 15.8
grt_max_degree = 34
grt_pass1_wl_mm = 9.38
antenna_found_initial = 0

[setup_path]
critPathLaunchType = "input port"
timing.rr.end = "r6[0]"
crit_fanout = 4
reg2reg_slack_ns = 3.83
reg2reg_from = "r4[0]"
reg2reg_depth = 8
critical_path_arrival_ns = 3.32
crit_type = "in -> reg"
worstPathRequired_ns = 6.07
end_kind = "flip-flop"

[worst_hold_path]
holdCritStartpoint = "r6[9]"
hp-class = "reg -> reg"
hold_end = "r6[9]"
hold-path-cell-count = 1

[run_status]
status = "finished clean"
## worst max-delay path, cell delays in order
cell	delay [ns]
clkdlybuf4s50_1	0.50
ha_1	0.20
inv_1	0.06
fa_1	0.37
and2b_4	0.27
o2111ai_2	0.15
a21oi_2	0.22
o21ai_0	0.09
a32o_1	0.26
## worst max path at each step
| stage | to | cells after the start | start | slack (ns) |
|---|---|---|---|---|
| 4_1_cts | r6[0] | 9 | in_data[8] | 2.74 |
| 5_1_grt | r6[6] | 9 | in_data[8] | 2.58 |
| 6_report | r6[0] | 9 | in_data[8] | 2.75 |
## state kept, by name (all words and copies together) (netlist names)
name and cells:
out_valid 1, r6 16, r4 16
## report_power, final
part	switching (W)	internal [W]
combinational	0.000143	0.000125
sequential	0.0000453	0.000267
clock	0.0000824	0.0000817
total	0.000271	0.000473
## per-stage QoR
stage	util (%)	cell area, sq um
4_1_cts	36.2	2640
6_report	36.2	2640
2_1_floorplan	-	2280
3_5_place_dp	35.1	2560
5_1_grt	36.2	2640
3_3_place_gp	35.1	2560
## routing by layer
metal	routed length, um	vias to the layer above	GRT usage [%]	part of all wire, %
met4	89	0	2.74	1.5
met1	2640	915	23.9	46
li1	-	909	-	-
met2	2700	52	25.1	47
met3	318	6	2.25	5.5
met5	0	-	0	0
## synth_stat cells, types with 2 or more instances
master / count
nand2b_1: 2
nand3_1: 10
a211o_1: 4
buf_2: 8
nand2_1: 16
a211oi_1: 2
nor2_1: 6
nor4bb_1: 3
nor4_1: 3
a32o_1: 2
or3_1: 4
nor3_1: 3
a21oi_1: 7
dfrtp_1: 33
xor2_1: 16
o31ai_1: 3
o21bai_1: 2
o21ai_0: 4
a21oi_2: 5
o31a_1: 2
a21o_1: 5
nor2b_1: 2
a31oi_1: 2
a22o_1: 18
nand4_1: 6
and3_1: 3
inv_1: 10
ha_1: 15
o21a_1: 2
and2_1: 3
o22ai_1: 3
clkbuf_1: 3
xnor2_1: 7
## cell families after synthesis
logic type / synth area share (%)
AND-OR/OR-AND: 25.8
XOR/XNOR: 8.84
adder cells (fa/ha/maj): 9.12
buffers and inverters: 4.56
flip-flops: 36.2
other: 0.165
AND/OR/NAND/NOR: 15.3
## layout make-up
class	instances	area (sq um)	share of cell area [%]
multi-input cells	178	1350	51.2
flip-flops and latches	33	826	31.3
repair buffers	22	215	8.15
well taps	99	124	4.69
clock buffers	6	72.6	2.75
inverters	11	41.3	1.56
clock inverters	2	10.0	0.379
