===== design/flow/run.sh =====
#!/bin/bash
# OpenROAD 26Q1-2900-gdf79404cd8, Yosys 0.63+post, stock flow scripts
make -C /OpenROAD-flow-scripts/flow DESIGN_CONFIG=/design/flow/config.mk WORK_HOME=/design/flow/orfs finish

===== design/flow/config.mk =====
export PLATFORM = sky130hd
export DESIGN_NAME = pw_gen
export DESIGN_NICKNAME = pw_gen
export VERILOG_FILES = /design/flow/design.v
export SDC_FILE = /design/flow/constraint.sdc
export NUM_CORES = 4
export LEC_CHECK = 1
export CORE_UTILIZATION = 40

===== design/flow/constraint.sdc =====
current_design pw_gen

set clk_period 3.2
set clk_io_pct 0.2

create_clock -name clk0 -period $clk_period [get_ports {clk}]

set non_clock_inputs [all_inputs -no_clocks]
set_input_delay [expr $clk_period * $clk_io_pct] -clock clk0 $non_clock_inputs
set_output_delay [expr $clk_period * $clk_io_pct] -clock clk0 [all_outputs]

===== design/flow/design.v =====
`default_nettype none
`timescale 1ns / 1ns
module pw_gen #(
  parameter 
    PW1_RESET = 16'b0,
    PW2_RESET = 16'b0,
    PW3_RESET = 8'b0,
    PW3_FINAL = 8'hFF) (
    input wire in_write,
    input wire in_read,
    input wire in_addr,  
    input wire [31:0] in_writedata,
    output reg [31:0] in_readdata,
    output reg out_valid,
    output reg out_channel,
    output reg [15:0] out_data,
    input wire req_valid,
    input wire req_data,  
    output reg store_write,
    output reg [5:0] store_addr,
    output reg [15:0] store_writedata,
    input wire store_waitrequest,
    input wire clk,
    input wire reset
);
  reg [15:0] pw1;
  reg [15:0] pw2;
  reg [7:0] pw3;
  typedef enum {
    ST_IDLE,
    ST_MGMT,
    ST1,
    ST2,
    ST3
  } t_state;
  t_state state, p1_state;
  reg p1_channel;
  reg p1_valid;
  reg [15:0] p1_data;
  reg [15:0] p_pw1;
  reg [15:0] p_pw2;
  reg [7:0] p_pw3;
  reg run;
  reg pw1_overflow, pw2_overflow, pw3_overflow;
  always_comb begin : state_transition
    p1_state = ST_IDLE;
    p1_channel = '0;
    p1_data = '0;
    p1_valid = '0;
    p_pw1 = pw1;
    p_pw2 = pw2;
    p_pw3 = pw3;
    case (state)
      ST_IDLE: begin
        if (run) begin
          p1_state = ST1;
          p1_channel = '0;
          p_pw1 = pw1 + 1'b1;
          p1_valid = '1;
        end
        else begin
          p_pw1 = PW1_RESET[15:0];
          p_pw2 = PW2_RESET[15:0];
          p_pw3 = PW3_RESET[7:0];
        end
      end
      ST1: begin
        p1_state = ST2;
        p1_channel = '0;
        p1_valid = '1;
        p1_data = pw2;
        if (pw1_overflow)
          p_pw2 = pw2 + 1'b1;
      end
      ST2: begin
        p1_state = ST3;
        p1_channel = '0;
        p1_valid = '1;
        p1_data = {pw3, 8'b0};
        if (pw2_overflow)
          p_pw3 = pw3 + 1'b1;
      end
      ST3: begin
        p1_state = ST_MGMT;
        p1_channel = '1;
        p1_data = '0;
        p1_valid = '1;
      end
      ST_MGMT: begin
        if (run) begin
          p1_state = ST1;
          p1_channel = '0;
          p1_valid = '1;
          p1_data = pw1;
          p_pw1 = pw1 + 1'b1;
        end
        else begin
          p1_state = ST_IDLE;
        end
      end
    endcase
  end
  always @*
    in_readdata = { {31 {1'b0}}, run};
  always @(posedge clk or posedge reset) begin
    if (reset) begin
      run <= '0;
    end
    else begin
      if (in_write) begin
        run <= in_writedata[0];
      end
      else if (pw3_overflow) begin
        run <= '0;
      end
    end
  end
  always @(posedge clk or posedge reset) begin
    if (reset) begin
      pw1 <= PW1_RESET[15:0];
      pw2 <= PW2_RESET[15:0];
      pw3 <= PW3_RESET[7:0];
      pw1_overflow <= '0;
      pw2_overflow <= '0;
      pw3_overflow <= '0;
    end
    else begin
      pw1 <= p_pw1;
      pw2 <= p_pw2;
      pw3 <= p_pw3;
      pw1_overflow <= pw1 == 16'hFFFF;
      pw2_overflow <= pw1_overflow && (pw2 == 16'hFFFF);
      pw3_overflow <= pw1_overflow && pw2_overflow && (pw3 == PW3_FINAL);
    end
  end
  always @(posedge clk or posedge reset) begin
    if (reset) begin
      state <= ST_IDLE;
      out_channel <= '1;
      out_data <= '0;
      out_valid <= '0;
    end
    else begin
      state <= p1_state;
      out_channel <= p1_channel;
      out_data <= p1_data;
      out_valid <= p1_valid;
    end
  end
  reg received_req;
  always @(posedge clk or posedge reset) begin
    if (reset) begin
      store_write <= '0;
      store_writedata <= '0;
      store_addr <= '0;
      received_req <= '0;
    end
    else begin
      store_write <= p1_valid;
      store_writedata <= p1_data;
      if (req_valid)
        received_req <= '1;
      else if (state == ST_MGMT)
        received_req <= '0;
      if (p1_valid) begin
        if (state == ST_IDLE) begin
          store_addr <= '0;
        end
        else if (!received_req && (state == ST_MGMT)) begin
          store_addr &= 6'b1111_00;
        end
        else begin
          store_addr <= store_addr + 6'h1;
        end
      end
    end
  end
endmodule
`default_nettype wire

==> ci_impl_report.md <==
### Metrics collected by this job

| Metric | Value |
|---|---|
| Status | completed |
| Number of global-route vias before repair | 2528 |
| CTS hold repair buffers | 0 |
| Ys flop type | dfrtp_1 |
| CTS Buf Count | 9 |
| WHS Path Cells | 0 |
| Worst vdd ir | about 0.23 mV |
| GPL Wtd Cong | 0.802 |
| Root Driver | clkbuf_8 |
| R2R depth | 4 |
| Overflow after GRT | 0 |
| Detailed Route WL | 7.70 mm |
| Htree depth | 3 |
| Vias post-DR | 2881 |
| Die Width | 99.5 um |
| DRT Pass-1 Iters | 5 |
| Initial antenna violation count | 0 |
| Via density | around 5.2 |
| Synth area leader | dfrtp_1 |
| Top cell area share | 47.4% |
| EDFF count, synth | 0 |
| Final worst path period need | 2.34 ns |
| Largest net degree at the start of global routing | ~75 |
| Die area | 0.00990 mm2 |
| Total GRT Usage | 16.7% |
| Unique cell types | 41 |
| Reg2reg setup slack | 0.86 ns |
| Crit start category | flip-flop |
| Worst reg2reg startpoint | state[0] |
| Max_cap viols | 0 |
| Most frequent cell after synthesis | dfrtp_1 |
| Register bit count reported by yosys | approximately 74 |
| Top cells, area | dfrtp_1 47%, buf_4 9.7%, o21ai_0 4.6%, nand2_1 2.9%, xnor2_1 2.3% |
| Hold Fails Final Rpt | 0 |
| Core Box Area | slightly above 0.009 mm2 |
| Async SR Flop Fraction | 100% |
| Required time of the critical path | 3.48 ns |
| Worst slack at placement | 0.884 ns |
| Die Y | 99.5 um |
| # port buffers | 46 |
| Clock Latency Late Sink | 0.35 ns |
| Syn. warnings | 1 |
| Hold Path Class | reg2reg |
| Avg WL per Cell | 14.0 um |
| Fp util | 41.2% |
| Slew @ Worst Pin | 0.724 ns |
| Critical Path End Type | flip-flop |
| First-pass GRT wire length | about 13 mm |
| Worst-path clk slew | 0.08 ns |
| Area Overhead vs Synth | 14.5% |
| Placement Rows | 35 |
| Crit-path max FO | 20 |
| Iteration-0 DRC Markers | 160 |
| Post-CTS Setup Inserts | 0 |
| Final WS setup | around 0.86 ns |
| # Cells Yosys | between 300 and 400 |
| Endpoints failing setup | 0 |
| Mapped Area | about 0.0038 mm2 |
| DRC viols | 0 |
| Deepest clock path buffer count | 2 |
| Fin. max-slew vios | 0 |
| Critical path class | reg2reg |
| End of the worst register-to-register path | pw2[15] |
| Setup_tns | 0 ns |
| Synth Seq Share | 48.8% |
| Slew HR | 51.6% |
| Antenna Cells | 0 |
| Skew final | 0.00944 ns |
| Critical Path AT | about 2.6 ns |
| Fmax | 0.428 GHz |
| CTS tree | yes |
| OpenROAD warning count | 60 |
| Synth top cells by count | 72 x dfrtp_1, 49 x buf_4, 35 x o21ai_0 |
| Yosys synthesis chip area | about 0.0038 mm2 |
| Hpwl dp | approximately 5.0 mm |
| Layout cells sized above 1 | 6.18% |
| Ports | 113 |
| Gate Count Post-Synth | 394 |
| Hold Path Origin | state[1] |
| # clock sinks | ~74 |
| Post-cts sizing count | 0 |
| Pleak | 0.00192 uW |
| Syn avg cell area | 9.65 um2 |
| PD cells | 400 mW/mm2 |
| RSZ-0062 raised after global routing | no |
| Hold-critical path endpoint | out_channel |
| Post-DRT Antenna Nets | 0 |
| Final Cycle Share | 73.1% |
worst max-delay path: stages (launching register included):
cell     delay, ns
dfstp_2       0.76
mux2i_1       0.25
or3_1         0.54
or4_1         0.55
a21oi_1       0.16
area by class of cell:
type	count	area, um2
multi-input combinational	262	1540
timing repair buffer	52	518
clock inverter	3	46.3
tap	129	161
clock buffer	13	169
inverter	17	63.8
sequential	74	1850
fill	847	4880
power breakdown:
group	internal [uW]	switching, uW	total [uW]	leakage (uW)
clock	426	347	773	0.000106
sequential	936	4.35	940	0.00102
combinational	9.55	20.0	29.6	0.000791
layout by cell type (no fill, tap or decap), types with 2 or more instances in the layout:
cell type / instances
mux2_2: 2
or3_1: 10
and4_1: 4
nand4_1: 13
nor4b_1: 3
o41ai_1: 3
o31ai_1: 3
nor2_1: 17
xor2_1: 2
and2_1: 5
ha_1: 4
o21ai_0: 34
a31oi_1: 5
dfstp_2: 2
nor3b_1: 3
nand2b_1: 2
or4_1: 3
mux2i_1: 4
clkbuf_8: 12
a22o_1: 9
conb_1: 31
a222oi_1: 8
and3_1: 4
xnor2_1: 10
nand2_1: 29
dfrtp_1: 72
nor3_1: 5
inv_1: 16
clkdlybuf4s50_1: 46
buf_4: 5
nor2b_1: 2
o311ai_0: 3
a21oi_1: 16
nor4_1: 6
nand3_1: 16
sequential cells by signal (all words and copies together), names as in the netlist:
name and cells:
pw1 16, pw3_overflow 1, pw1_overflow 1, pw3 8, state 5, out_data 16
out_channel 1, run 1, received_req 1, pw2 16, pw2_overflow 1, store_addr 6
out_valid 1
per-layer routing:
layer / GRT usage (%) / wire (um)
met1: 27.4 / 3700
met2: 23.8 / 3400
met3: 4.07 / 473
met4: 2.26 / 121
met5: 0 / 0
how the worst max path moves through the flow:
stage	slack, ns	end	depth (start not counted)	start
CTS	0.85	pw2[15]	4	state[0]
global route	0.76	pw2[15]	4	state[0]
finish	0.86	pw2[15]	4	state[0]
cells by family after synthesis:
| family | share of synthesized area [%] |
|---|---|
| DFF | 48.8 |
| and+or+nand+nor | 17.0 |
| AOI/OAI and AO/OA | 14.8 |
| other | 0.0986 |
| xor gates and xnor gates | 2.76 |
| muxes | 1.65 |
| adders and majority gates | 1.32 |
| buffers and inverters | 13.6 |
per-stage QoR:
| stage | util [%] | power [uW] | std cells | hold slack (ns) | cell area [um2] |
|---|---|---|---|---|---|
| 5_1_grt | 47.1 | 1820 | 550 | 0.444 | 4360 |
| 4_1_cts | 47.1 | 1770 | 550 | 0.425 | 4360 |
| 3_5_place_dp | 44.8 | 990 | 534 | 0.408 | 4140 |
| 6_report | 47.1 | 1740 | 550 | 0.421 | 4360 |
| 3_3_place_gp | 44.8 | 991 | 534 | 0.411 | 4140 |
| 2_1_floorplan | - | 1000 | 424 | 0.372 | 3920 |
No activity file was given, so power comes from the tool's default toggle rates.
